==> ./design.v <==
module baudgen (
    input clk,        
    input rst,       
    input [1:0] baud_rate, 
    output reg baud_tick  
);
    reg [$clog2(1302)-1:0] current_counter, next_counter;
always @(posedge clk, negedge rst)
begin
if (!rst)
current_counter<= 11'd0;
else
current_counter<= next_counter;
end
always @(*)
begin
next_counter= current_counter;
baud_tick= 1'b0;
case (baud_rate)
2'b00:begin
         if (current_counter== 11'd1302)
            begin
               next_counter= 11'd0;
               baud_tick= 1'b1;
            end
         else
            next_counter= current_counter+1 ;
      end
2'b01:begin
         if (current_counter== 11'd651)
            begin
               next_counter= 11'd0;
               baud_tick= 1'b1;
            end
         else
            next_counter= current_counter+1 ;
      end
2'b10:begin
         if (current_counter== 11'd325)
            begin
               next_counter= 11'd0;
               baud_tick= 1'b1;
            end
         else
            next_counter= current_counter+1 ;
      end
2'b11:begin
         if (current_counter== 11'd162)
            begin
               next_counter= 11'd0;
               baud_tick= 1'b1;
            end
         else
            next_counter= current_counter+1 ;
      end
default: next_counter= current_counter;
endcase
end
endmodule
module frame(
        input rst,
        input [1:0]  parity_type,
        input [7:0]  data_in, 
	input        stop_bits, 		 
	input        data_length, 	 
        input        parity_out,
        output reg [10:0] frame_out
);
wire [2:0] control_signals;  
wire parity_control;  
assign control_signals= {parity_control , data_length , stop_bits};
assign parity_control= (parity_type==2'b00 || parity_type==2'b11);
always@(*)
begin
if (!rst)
frame_out= 11'b000_0000_0000;
else begin
case (control_signals)  
3'b100: frame_out= {1'b1 , data_in[6:0] , 1'b0};
3'b101: frame_out= {2'b11 , data_in[6:0] , 1'b0};
3'b110: frame_out= {1'b1 , data_in[7:0] , 1'b0};
3'b000: frame_out= {1'b1 , parity_out , data_in[6:0] , 1'b0};
3'b001: frame_out= {2'b11 , parity_out , data_in[6:0] , 1'b0};
3'b010: frame_out= {1'b1 , parity_out , data_in[7:0] , 1'b0};
endcase
end
end
endmodule
module parity(
	input        rst,
        input [1:0]  parity_type,
        input [7:0]  data_in, 
        output reg parity_out
);
always@(*)
begin
if (!rst)
parity_out= 1'b0;
else begin
case (parity_type)
2'b00:parity_out=1'b0;
2'b01:begin if( ^data_in)
              parity_out=1'b0;
            else
              parity_out=1'b1;
      end
2'b10:begin if( ^data_in)
              parity_out=1'b1;
            else
              parity_out=1'b0;
      end
2'b11:parity_out=1'b0;
endcase
end
end
endmodule
module piso(	
	input        rst, send,
        input [1:0]  parity_type,
	input        stop_bits, 		 
	input        data_length, 	 
        input        baud_out,
        input [10:0] frame_out,
	output reg    data_out, 		 
	output reg    p_parity_out, 	 
	output reg    tx_active, 		 
	output reg    tx_done 		 
);
localparam [2:0] idle=3'b000, start_bit=3'b001, data=3'b010, parity=3'b011, stop_bit=3'b100, done=3'b101;
reg [2:0] current_state, next_state;
reg [3:0] current_counter, next_counter;
reg [1:0] current_stop_bit_counter, next_stop_bit_counter;
reg [3:0] current_data_bit_counter, next_data_bit_counter;
always@ (posedge baud_out, negedge rst)
begin
if (!rst)
begin
current_state<= idle;
current_counter<= 0;
current_stop_bit_counter<= 0;
current_data_bit_counter<= 0;
end
else
begin
current_state<= next_state;
current_counter<= next_counter;
current_stop_bit_counter<= next_stop_bit_counter;
current_data_bit_counter<= next_data_bit_counter;
end
end
always@(*)
begin
next_state= current_state;
p_parity_out= 1'b0;
tx_done=1'b0;
case (current_state)
idle: begin
         tx_active= 1'b0;
         data_out= 1'b1;
         if (send)
           begin
              tx_active= 1'b1;
              if (data_length)
                 next_data_bit_counter=4'b1000;
              else
                 next_data_bit_counter=4'b0111;
              if (stop_bits)
                 next_stop_bit_counter=2'b10;
              else
                 next_stop_bit_counter=2'b01;
              next_counter= 4'b0000;
              next_state= start_bit;
           end
      end
start_bit:begin
             data_out= frame_out[current_counter];
             next_counter= current_counter+1;
             next_state= data;
          end
data:begin
        data_out= frame_out[current_counter];
        next_counter= current_counter+1;
        next_data_bit_counter= current_data_bit_counter-1;
        if (current_data_bit_counter==4'b0001)
           begin
               if (parity_type==2'b00 || parity_type==2'b11)
                   next_state= stop_bit;
               else
                   next_state= parity;
           end
     end
parity:begin
          data_out= 1'b0;
          p_parity_out= frame_out[current_counter];
          next_state= stop_bit;
       end
stop_bit:begin
            data_out= frame_out[current_counter];
            next_stop_bit_counter= current_stop_bit_counter-1;
            next_counter= current_counter+1;
            if (current_stop_bit_counter== 2'b01)
               next_state= done;
         end
done:begin
        tx_done=1'b1;
        next_state= idle;
     end
default: next_state= idle;
endcase
end
endmodule
module uart_tx(
	input 		clock, rst, send,
	input [1:0]	buad_rate,
	input [7:0]     data_in, 
	input [1:0]     parity_type, 	 
	input 		stop_bits, 		 
	input 		data_length, 	 
	output  	data_out, 		 
	output   	p_parity_out, 	 
	output  	tx_active, 		 
	output   	tx_done 		 
);
	wire parity_out, baud_out;
	wire [10:0] frame_out;
	parity		        parity_gen1 (.rst(rst), .data_in(data_in), .parity_type(parity_type), .parity_out(parity_out));
	frame	                frame_gen1  (.rst(rst), .data_in(data_in), .parity_out(parity_out), .parity_type(parity_type), .stop_bits(stop_bits), .data_length(data_length), .frame_out(frame_out));
	baudgen	                baud_gen1   (.rst(rst), .clk(clock), .baud_rate(buad_rate), .baud_tick(baud_out));
	piso		        shift_reg1  (.rst(rst), .frame_out(frame_out), .parity_type(parity_type), .stop_bits(stop_bits), .data_length(data_length), .send(send), .baud_out(baud_out), .data_out(data_out), .p_parity_out(p_parity_out), .tx_active(tx_active), .tx_done(tx_done));
endmodule
==> ./run.sh <==
#!/bin/bash
# OpenROAD 26Q1-2900-gdf79404cd8, Yosys 0.63+post, stock flow scripts
make -C /OpenROAD-flow-scripts/flow DESIGN_CONFIG=/design/flow/config.mk WORK_HOME=/design/flow/orfs finish
==> ./config.mk <==
export PLATFORM = sky130hd
export DESIGN_NAME = uart_tx
export DESIGN_NICKNAME = uart_tx
export VERILOG_FILES = /design/flow/design.v
export SDC_FILE = /design/flow/constraint.sdc
export NUM_CORES = 4
export LEC_CHECK = 1
export CORE_UTILIZATION = 40
==> ./constraint.sdc <==
current_design uart_tx

set clk_period 3.2
set clk_io_pct 0.2

create_clock -name clk0 -period $clk_period [get_ports {clock}]

set non_clock_inputs [all_inputs -no_clocks]
set_input_delay [expr $clk_period * $clk_io_pct] -clock clk0 $non_clock_inputs
set_output_delay [expr $clk_period * $clk_io_pct] -clock clk0 [all_outputs]
==> run summary <==
Physical implementation status

The count of endpoints without a timing constraint stands at 42. The post-synth count of flops with an enable pin is 0. The height of the die stands at about 73 um.

The synthesis log from Yosys contains 4 warnings. The flow ran to the end, and the final reports show no timing, DRC or antenna violations. A synthesized cell averages 10.5 um2. The worst vdd rail ir drop stands at 0.148 mV. The setup total negative slack stands at 0 ns.

Per the OpenROAD floorplan log, the area of the core is 4820 um2. At the later pin of the worst-skew pair, clock insertion delay measures about 0.24 ns. The setup fix buffers added after clock tree synthesis stands at 0.

Signal nets in the final route climb as high as met3. The analysis attributes to cell leakage a power of 1.04 nW. The count of antenna diodes in the layout stands at 0.

Using the TritonRoute via totals, the vias-per-cell ratio works out to between 4 and 5. The fraction of registers with async set/reset stands at 0.551. The library cells used most frequently in the layout, excluding fill and tap cells, are dfrtp_1, dlxtn_1, clkdlybuf4s50_1. In this run the tightest slew margin relative to its limit is 0.613.

The layout cell share with drive strength beyond 1 stands at 0.0888. STA classifies the critical path startpoint as an input pin. The share of synthesized area in the top cell type comes to 0.320.

Across all layers, the routed design uses between 1k and 1.5k vias. Traced cell by cell, the critical path runs through clkdlybuf4s50_1 > nor2b_1 > nand4_1 > a31oi_2 > or2_1 > nor2_4. The script computed a power per unit cell area of 256 nW/um2. Once detailed placement completed, the half-perimeter wirelength came to 2470 um. The chip area estimate from yosys synthesis stands at 2030 um2. Logged for this run, the post-placement worst setup slack is around 0.70 ns. The final number of hold-violating endpoints stands at 0.

The final worst hold slack stands at 0.537 ns. The maximum fanout along the worst path stands at 10. The count of TritonRoute iterations in the first routing pass stands at 4.

The number of levels in the clock H-tree stands at 1. The most used flip-flop cell after synthesis is dfrtp_1. The count of cells resized by post-cts repair stands at 0.

The number of clock buffers inserted by TritonCTS stands at 3. The number of failing setup endpoints in the final timing report stands at 0. After detailed routing, the wire length on met1 is 1760 um.

The number of rows in the core area stands at 25. Grouping stages by cell kind, the critical path spends the most delay in simple AND/OR/NAND/NOR gates. Buffers inserted to repair hold after CTS numbered 0.

The die is approximately 73 um wide. The post-place instance area stands at 2300 um2. The global placer's final weighted congestion stands at 0.825. After the first detailed-routing iteration, the DRC count stood at 93. The die covers 5370 um2. The post-detailed-route count of antenna-violating nets stands at 0.

The largest total area in the synthesized netlist belongs to dfrtp_1. The number of antenna violations at the first check in global routing came to 0. Across the routed clock network, the largest skew measured is 0.00215 ns.

Setup repair after global routing left no endpoint under its margin. Clock tree synthesis selected as its root buffer the cell clkbuf_8. The mapped netlist covers 2030 um2.

The maximum frequency from static timing analysis stands at 446 MHz. The worst path buffer plus inverter count stands at 1. Dividing the final minimum period by the clock period gives 0.701.

Summed over all nets, wire length on met2 after detailed routing comes to 1370 um. Once routing completed, OpenROAD measured the worst setup slack at approximately 0.96 ns. The flow measured a signed area growth from synthesis to layout of 15.6%. The longest clock path from root to sink contains 2 buffers.

The number of different library cells used by synthesis comes to 41. The number of port buffers stands at 20. The initial utilization of the core area, before any placement, comes to 0.422. The via count of the first global-routing pass stands at 1300. The critical path is of the input pin to register type. 21 I/O pins were placed.

The data arrival time reported for the critical path is approximately 2.4 ns. Entering global routing, the biggest net connects 40 pins. The timer found 38 register pins that no clock reaches; their paths are not timed. Max-cap violations in this run came to 0. The script parses the final routing iteration and logs DRC violations as 0.

The number of warnings in the stage logs stands at 29. The routed design uses approximately 90 um of met3 wire. The first global-routing pass estimated 5800 um of wire. By instance count after routing, the leading logic cell type is dfrtp_1. Per STA, the highest per-stage delay on the worst path measures 0.57 ns. The final design utilization stands at 0.487. The data required time reported for the critical path is 3.31 ns. The clock edge transition at the registers on the reported setup and hold paths stands at 0.05 ns. According to the hold report, the worst path is of the register to register type.

The total wirelength of the detailed-routed design stands at 3220 um. The total congestion overflow stands at 0. Sorting the synthesized cells by area gives the leading types as dfrtp_1, dlxtn_1, xnor2_1. STA classifies the critical path endpoint as a register. The total global routing track utilization stands at 0.140. Looking at the critical path, the single cell with the biggest stage delay is clkdlybuf4s50_1.

The minimum clock period after layout stands at 2.24 ns. The script logs the mean routed wire length per placed instance as 11.5 um. The yosys stat cell total stands at 193. TritonCTS built the clock tree. The post-synth register bit count is 49.

After routing the design area is 2350 um2. The pin closest to its max-slew limit shows a slew of slightly below 0.6 ns. The number of cells produced by synthesis stands at between 150 and 200. The max-slew violation count stands at 0.
## area by class of cell
class,count,area (um2)
tap,67,83.8
fill,450,2470
inverter,12,45.0
timing repair buffer,22,215
clock buffer,4,45.0
multi-input combinational,127,951
sequential,49,1010
## final timing paths
| path | from | endpoint | slack (ns) | cells past startpoint |
|---|---|---|---|---|
| min | baud_gen1.current_counter[0]$_DFF_PN0_ | baud_gen1.current_counter[0]$_DFF_PN0_ | 0.54 | 1 |
| max reg2reg | baud_gen1.current_counter[0]$_DFF_PN0_ | baud_gen1.current_counter[8]$_DFF_PN0_ | 1.20 | 6 |
| max | buad_rate[0] | baud_gen1.current_counter[8]$_DFF_PN0_ | 0.96 | 6 |
| min in group asynchronous | rst | baud_gen1.current_counter[10]$_DFF_PN0_ | 0.80 | 2 |
| max in group asynchronous | rst | baud_gen1.current_counter[1]$_DFF_PN0_ | 2.10 | 2 |
| min reg2reg | baud_gen1.current_counter[0]$_DFF_PN0_ | baud_gen1.current_counter[0]$_DFF_PN0_ | 0.54 | 1 |
## per-stage QoR
| step | power (mW) | instances |
|---|---|---|
| after CTS | 0.603 | 281 |
| after detailed placement | 0.462 | 277 |
| after global placement | 0.461 | 277 |
| after floorplan | 0.390 | 193 |
| after global routing | 0.643 | 281 |
| final | 0.600 | 281 |
## synthesized netlist by cell type (3+ instances only)
library cell,count
clkbuf_1,3
a21oi_1,9
nand2_1,4
mux2i_1,3
nor2_2,3
nor3_1,4
nand2b_1,4
nor2_1,17
ha_1,9
inv_1,12
and3_1,5
and2_1,12
xor2_1,7
dfrtp_1,26
nand3_1,7
dlxtn_1,21
xnor2_1,14
## flip-flops by register name, summed over array words and instances, names as in the netlist
name / flops
shift_reg1.next_data_bit_counter: 4
shift_reg1.tx_active: 1
shift_reg1.next_counter: 4
shift_reg1.next_stop_bit_counter: 2
shift_reg1.current_counter: 4
shift_reg1.data_out: 1
shift_reg1.current_stop_bit_counter: 2
shift_reg1.current_state: 6
shift_reg1.current_data_bit_counter: 4
frame_gen1.frame_out: 10
baud_gen1.current_counter: 11
## layer usage
layer,global-route usage,up-vias
li1,-,684
met2,0.205,23
met3,0.0166,0
met5,0,-
met4,0.00436,0
met1,0.244,602
## report_power, final
group	internal (mW)	total, mW	switching (mW)
sequential	0.198	0.258	0.0596
combinational	0.105	0.205	0.0999
clock	0.0873	0.137	0.0502
total	0.390	0.600	0.210
## logic make-up after synthesis
| kind of cell | count (synthesis) | synth area share |
|---|---|---|
| fa+ha+maj | 9 | 0.0555 |
| xor+xnor | 21 | 0.0906 |
| simple gates | 71 | 0.213 |
| buf+inv | 17 | 0.0357 |
| mux | 7 | 0.0481 |
| flops | 27 | 0.333 |
| compound gates | 19 | 0.0610 |
| latches | 22 | 0.163 |
Power is estimated from default activity; no workload was simulated.
