==> ./design.v <==
module control (
    input [6:0] OpCode,  
    output reg Branch,
    output reg MemRead,
    output reg MemtoReg,
    output reg [1:0] ALUOp,
    output reg MemWrite,
    output reg ALUSrc,
    output reg RegWrite
);
reg [7:0] ControlOutBus;
assign {ALUSrc, MemtoReg, RegWrite, MemRead, MemWrite, Branch, ALUOp} = ControlOutBus;
localparam R_type = 7'b0110011;
localparam I_type = 7'b0000011;
localparam S_type = 7'b0100011;
localparam SB_type = 7'b1100111;
always @(*) begin
    case (OpCode)
        R_type: begin 
            ControlOutBus = 8'b00100010;
        end
        I_type: begin
            ControlOutBus = 8'b11110000;
        end
        S_type: begin
            ControlOutBus = 8'b10001000;
        end
        SB_type: begin
            ControlOutBus = 8'b00000101;
        end
        default: ControlOutBus = 8'b00000010;
    endcase
end
endmodule
==> ./run.sh <==
#!/bin/bash
# OpenROAD 26Q1-2900-gdf79404cd8, Yosys 0.63+post, stock flow scripts
make -C /OpenROAD-flow-scripts/flow DESIGN_CONFIG=/design/flow/config.mk WORK_HOME=/design/flow/orfs finish
==> ./config.mk <==
export PLATFORM = sky130hd
export DESIGN_NAME = control
export DESIGN_NICKNAME = control
export VERILOG_FILES = /design/flow/design.v
export SDC_FILE = /design/flow/constraint.sdc
export NUM_CORES = 4
export LEC_CHECK = 1
export CORE_AREA = 10 10 70 70
export DIE_AREA = 0 0 80 80
==> ./constraint.sdc <==
current_design control

set clk_period 2.4
set clk_io_pct 0.2

create_clock -name clk0 -period $clk_period

set non_clock_inputs [all_inputs -no_clocks]
set_input_delay [expr $clk_period * $clk_io_pct] -clock clk0 $non_clock_inputs
set_output_delay [expr $clk_period * $clk_io_pct] -clock clk0 [all_outputs]
==> flow_metrics.tcl <==
# implementation run metrics
set metrics [dict create \
    ff_latch_area_um2 0 \
    die_area_mm2 0.00640 \
    rsz0062_at_grt "false" \
    maxSlewHeadroom_pct 83.5 \
    area_delta_synth_final_pct 235 \
    yosysWarnings 1 \
    worstPathRequired_ns 1.92 \
    aoi_share_pct 7.87 \
    hold_class "input pin to output port" \
    grt_pass1_vias 170 \
    tool_warnings 33 \
    finalSetupTns_ns 0 \
    max_cap_violations 0 \
    fin_util_pct 10.9 \
    xor_share_pct 7.87 \
    slew_violations 0 \
    track_usage_pct 1.94 \
    viasPerCell 2.04 \
    fillers 404 \
    antenna_found_initial 0 \
    overflow 0 \
    rows 21 \
    ant_nets 0 \
    worstHoldPathCells 3 \
    topCellsByArea "nand4bb_4, buf_4, nor4_2" \
    flop-count 0 \
    clock_buffers 0 \
    antenna_cells 0 \
    synth_area_um2 111 \
    grt_max_degree 5 \
    postCtsSetupRepairBufs 0 \
    outcome "complete, no violations" \
    final-setup-viol-count 0 \
    fmax_ghz 0.473 \
    port_buffers 15 \
    hold_end "MemRead" \
    syn_area_per_cell_um2 7.95 \
    dpl_worst_slack_ns -0.0696 \
    wire_per_inst_um 8.82 \
    hold_start "OpCode[5]" \
    tightestPinTransition_ns 0.248 \
    worstPathArrival_ns 1.63 \
    crit_path_start "OpCode[3]" \
    via_count 157 \
    worstSetupStartpointType "input pin" \
    yosysTopAreaCellShare_pct 24.7 \
    gp_congestion 0.728 \
    drt_first_pass_iters 3 \
    synth_area_leader_cell "nand4bb_4" \
    power_density_mw_per_mm2 81.5 \
    synth_cells 14 \
    layout_setup_ws_ns 0.288 \
    period_used_pct 88.0 \
    post-route-min-period_ns 2.11 \
    lay_top_cells "dlymetal6s2s_1, clkdlybuf4s50_1, buf_4" \
    ys_cells 14 \
    die_y_um 80 \
    die_w_um 80 \
    topCombFamilyByArea "simple AND/OR/NAND/NOR gates" \
    vdd_ir_drop_max_mv 0.0171 \
    endpoint_kind "output port" \
    critPathMaxFanout 4 \
    drt-initial-drc-count 5 \
    leakage_nw 0.196 \
    fa_ha_area_share_pct 0 \
    synthSimpleGateAreaFrac_pct 67.4 \
    synth.distinct_cells 11 \
    final_hold_viol_count 0 \
    ys_area_um2 111 \
    mux_share_pct 0 \
    io_pins 15 \
    fp_util_pct 3.26 \
    yosysSeqAreaShare_pct 0 \
    crit_type "input pin to output port" \
    wl_um 679 \
    drive_gt1_share_pct 35.5 \
    core_mm2 0.00342 \
    layout_top_cell "dlymetal6s2s_1" \
    grt_pass1_wl_um 986 \
    post-route-drc-count 0 \
]
[critical path, stage by stage]
cell and delay, ns:
dlymetal6s2s_1 0.13, nand4bb_4 0.28, buf_6 0.16, a21o_2 0.18, clkdlybuf4s50_1 0.41
[metrics by stage]
step	std cells	hold slack (ns)	power (mW)	cell area (um^2)
after global routing	77	1.42	0.0329	373
after CTS	77	1.83	0.0314	344
after global placement	77	1.99	0.0300	334
final	77	1.38	0.0304	373
after floorplan	14	0.973	0.00825	111
after detailed placement	77	1.99	0.0304	334
[logic make-up after synthesis]
family                 after synthesis
AND/OR/NAND/NOR                      9
XOR/XNOR                             1
AND-OR/OR-AND                        1
buffers and inverters                3
[layout make-up]
type / count / area, um^2 / area share [%]
inverters: 1 / 3.75 / 1.01
multi-input cells: 11 / 109 / 29.2
well taps: 46 / 57.6 / 15.4
repair buffers: 19 / 203 / 54.4
[synthesized netlist by cell type, drive strengths merged]
cell type / instances
nand2: 1
nor3: 2
nor2: 2
inv: 1
buf: 2
nor4: 1
nand4bb: 1
a21o: 1
xor2: 1
nand3: 1
or2: 1
[power breakdown]
group / total, mW / switching [mW] / internal, mW
Sequential: 0 / 0 / 0
Clock: 0 / 0 / 0
Combinational: 0.0304 / 0.0116 / 0.0188
Total: 0.0304 / 0.0116 / 0.0188
[worst max-delay path by stage]
| stage | end | slack (ns) | depth (start not counted) |
|---|---|---|---|
| CTS | ALUOp[1] | -0.0004 | 5 |
| global route | ALUOp[1] | 0.24 | 5 |
| finish | ALUOp[1] | 0.29 | 5 |
[per-layer routing]
metal / routed length, um / share of wire (%) / up-vias / global-route usage, %
li1: - / - / 84 / -
met1: 298 / 44 / 65 / 2.31
met2: 297 / 44 / 8 / 3.13
met3: 83 / 12 / 0 / 1.14
met4: 0 / 0 / 0 / 0
met5: 0 / 0 / - / 0
[what timing repair did]
| item | CTS | global route |
|---|---|---|
| gates resized | 4 | 10 |
| hold buffers | 0 | 0 |
| pin swaps | 1 | 2 |
| endpoints found under the setup margin | 3 | 7 |
Power is estimated from default activity; no workload was simulated.
