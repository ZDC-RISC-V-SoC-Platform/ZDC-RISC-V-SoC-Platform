**/design/flow/config.mk**
```make
export PLATFORM = sky130hd
export DESIGN_NAME = alu
export DESIGN_NICKNAME = alu
export VERILOG_FILES = /design/flow/design.v
export SDC_FILE = /design/flow/constraint.sdc
export NUM_CORES = 4
export LEC_CHECK = 1
export CORE_UTILIZATION = 30
```
**/design/flow/constraint.sdc**
```tcl
current_design alu

set clk_period 20.6
set clk_io_pct 0.2

create_clock -name clk0 -period $clk_period

set non_clock_inputs [all_inputs -no_clocks]
set_input_delay [expr $clk_period * $clk_io_pct] -clock clk0 $non_clock_inputs
set_output_delay [expr $clk_period * $clk_io_pct] -clock clk0 [all_outputs]
```
**/design/flow/design.v**
```verilog
module alu(
    input wire[3:0] alu_control_lines,
    input wire[31:0] operand1,
    input wire[31:0] operand2, 
    output reg[31:0] ALU_result,
    output reg zero
);
    always @(*) begin 
        case(alu_control_lines)  
            4'b0000 : begin 
                ALU_result = operand1 & operand2 ;
            end
            4'b0001 : begin 
                ALU_result = operand1 | operand2 ;
            end 
            4'b0010 : begin 
                ALU_result = operand1 + operand2 ;
            end 
            4'b0110 : begin 
                ALU_result = operand1 - operand2 ;
            end   
        default : ALU_result = 0 ;      
        endcase
        zero =(ALU_result== 0) ? 1'b1 : 1'b0 ;
    end 
endmodule
```
**/design/flow/run.sh**
```bash
#!/bin/bash
# OpenROAD 26Q1-2900-gdf79404cd8, Yosys 0.63+post, stock flow scripts
make -C /OpenROAD-flow-scripts/flow DESIGN_CONFIG=/design/flow/config.mk WORK_HOME=/design/flow/orfs finish
```
==> flow_summary.ini <==
; synthesis and place-and-route metrics
[die]
fp.dieH_um = 106
rows = 37
die_x_um = 106
ioPinCount = 101
core_mm2 = 0.0104
die_area_mm2 = 0.0112
initCoreUtil = 0.312

[yosys]
synthDistinctLibCells = 66
netlist_area_mm2 = 0.00324
top_cells_by_count = 66 x nand2_1, 47 x a21oi_1, 38 x nor2_1
yosysTopAreaCellShare = 0.131
ys_seq_frac = 0
top_area_cell = ha_1
area_leaders = ha_1 13%, nand2_1 7.7%, a21oi_1 7.3%
yosys_area_mm2 = 0.00324
syn_avg_cell_area_um2 = 6.58
synthCells = 492
yosys_cells = 492
synth_warnings = 1
synth_top_cell_by_count = nand2_1

[place]
dp_hpwl_um = 10100
io_buffers = 101
place_ws_ns = 6.55
routabilityCongestion = 0.986
placed_cells = 717

[drt]
diodes = 0
wl_met2_um = 5310
drc = 0
wl_um = 12300
routed.top_layer = met4
met3_length_um = 838
dr.first_iter.drc_count = 189
wl_met1_um = 6060
detail_route.wl_per_cell_um = 17.2
drtPass1Iterations = 6
vias = 3976
drtAntennaViolNets = 0
routed_via_density = 5.55

[critical_path]
arrival_ns = 9.92
crit_buf_inv = 4
cp_top_family = simple AND/OR/NAND/NOR gates
crit_path_end_kind = primary output
critPathKind = in -> out
crit_path_start_kind = input port
crit_chain = clkdlybuf4s50_1, buf_4, nor3b_2, buf_4, nand2_1, o21ai_0, fa_1, nand2b_1, a211oi_1, o21ai_0, a31o_1, or4_1, nor4_1, or4b_1, nor4_1, nand4b_1, nor3_2, clkdlybuf4s50_1
cp.required_ns = 16.48
crit_slowest_cell = nand2_1
crit_fanout = 40
cp_slowest_stage_delay_ns = 0.54

[final_layout]
fin_cells = 717
flop-count = 0
syn2layout_area_growth_pct = 35.6
clock_buffers = 0
comb_area_mm2 = 0.00313
drive_above_1_share = 0.0241
fill_cells = 1094
register_area_um2 = 0

[power]
leakagePower_nw = 1.73
power.density_mw_per_mm2 = 29.3
finalPower_w = 0.000129
ir_drop_v = 0.0000125

[sta]
period_needed_ns = 14.04
slew_violations = 0
final_hold_viol_count = 0
period_used_share = 0.681
slew_headroom = 0.449
tightest_slew_ns = 0.813
fin_tns_setup_ns = 0
setup_violations = 0
rsz0062_at_grt = false
fmax_mhz = 71.2
setup_ws_ns = 6.56

[status]
outcome = completed

[grt]
grt_antenna_before_repair = 0
grt_pass1_wl_um = 19800
track_usage = 0.224
grt_max_degree = 41
grt_overflow = 0
grt_pass1_vias = 3757

[cts]
cts_setup_buffers = 0
cts_hold_buf = 0
ctsResizeCount = 0

[hold_path]
hold_path_end = ALU_result[2]
hold_depth = 4
min_from = operand1[2]
hp-class = in -> out

[run]
warnings = 34
cap_violations = 0
[area by class of cell]
cell class	count	share of cell area
multi-input cells	463	0.713
well taps	136	0.0388
inverters	13	0.0111
repair buffers	105	0.237
[metrics by stage]
stage	utilization	cell area (um^2)	hold slack, ns
final	0.423	4390	9.34
after global routing	0.423	4390	9.41
after CTS	0.423	4390	9.34
after detailed placement	0.423	4390	9.33
after global placement	0.423	4390	9.34
after floorplan	-	3240	8.38
[where the power goes]
part	switching [W]	internal, W	leakage (nW)
logic	0.0000679	0.0000608	1.73
clock network	0	0	0
registers	0	0	0
total	0.0000679	0.0000608	1.73
[placed cells by master (no fill, tap or decap), types with 4 or more instances in the layout]
cell type	instances
nor3_1	14
a21oi_1	47
a31oi_1	8
buf_4	4
a21o_1	10
nand2_1	66
or3_1	8
o31ai_1	6
ha_1	34
nand4_1	7
nand3_1	10
mux2i_1	5
nor4_1	7
maj3_1	21
and2_1	7
and3_1	6
xnor2_1	26
o21ai_1	12
o21ai_0	34
clkdlybuf4s50_1	101
o41ai_1	4
xor2_1	25
nor2_1	38
nand2b_1	8
inv_1	13
[routing by layer]
metal / vias to the layer above / global-route usage
li1: 2024 / -
met1: 1771 / 0.341
met2: 165 / 0.342
met3: 16 / 0.0334
met4: 0 / 0.0218
met5: - / 0
[worst min-delay path, cell delays in order]
cell and delay [ns]:
clkdlybuf4s50_1 0.46, nor2_1 0.11, o32ai_1 0.11, clkdlybuf4s50_1 0.42
[how the worst max path moves through the flow]
| stage | start | to | slack, ns | cells after the start |
|---|---|---|---|---|
| 4_1_cts | alu_control_lines[0] | zero | 6.55 | 18 |
| 5_1_grt | alu_control_lines[0] | zero | 6.08 | 18 |
| 6_report | alu_control_lines[0] | zero | 6.56 | 18 |
[cell families after synthesis]
family	Yosys count	share of synthesized area
multiplexers	5	0.0155
buffers and inverters	29	0.0367
AND/OR/NAND/NOR	189	0.286
XOR/XNOR	52	0.143
AND-OR/OR-AND	158	0.306
adder cells (fa/ha/maj)	59	0.213
Power figures rest on the tool's default switching activity, not on a simulated workload.
